### /design/flow/run.sh
#!/bin/bash
# OpenROAD 26Q1-2900-gdf79404cd8, Yosys 0.63+post, stock flow scripts
make -C /OpenROAD-flow-scripts/flow DESIGN_CONFIG=/design/flow/config.mk WORK_HOME=/design/flow/orfs finish
### /design/flow/config.mk
export PLATFORM = sky130hd
export DESIGN_NAME = genReg
export DESIGN_NICKNAME = genReg
export VERILOG_FILES = /design/flow/design.v
export SDC_FILE = /design/flow/constraint.sdc
export NUM_CORES = 4
export LEC_CHECK = 1
export CORE_AREA = 10 10 91 91
export DIE_AREA = 0 0 101 101
### /design/flow/constraint.sdc
current_design genReg

set clk_period 1.0
set clk_io_pct 0.2

create_clock -name clk0 -period $clk_period [get_ports {clk}]

set non_clock_inputs [all_inputs -no_clocks]
set_input_delay [expr $clk_period * $clk_io_pct] -clock clk0 $non_clock_inputs
set_output_delay [expr $clk_period * $clk_io_pct] -clock clk0 [all_outputs]
### /design/flow/design.v
module genReg
 #(
   parameter REG_WIDTH = 32
  )
  (
    input                        clk,
    input                        rst,
    input                        en,
    input      [REG_WIDTH-1 : 0] in,
    output reg [REG_WIDTH-1 : 0] out
  );
  always@(posedge clk)
  begin
    if(rst)
      out <= 'h0;
    else
      if(en)
        out <= in;
  end
endmodule
==> metrics.cfg <==
[clocking]
clockBufferDepth=2
worst_setup_hold_path_clk_slew_ps=60
cts.sinks=32
tritoncts.num_buffers=5
clock.latency.late_pin_ps=270
cts_tree=done
clock-root-buffer=sky130_fd_sc_hd__clkbuf_8
ctsHoldBuffers=0
htreeDepth=2

[final_layout]
biggestRegsByFlops=out (32)
layout.cells.non_filler=251
layout.cells.most_common=sky130_fd_sc_hd__clkdlybuf4s50_1
drive_above_1_share=0.4310
num-fill-cells=666
layout.cells.most_common_list=sky130_fd_sc_hd__clkdlybuf4s50_1 (33), sky130_fd_sc_hd__mux2i_1 (32), sky130_fd_sc_hd__nor2_1 (32), sky130_fd_sc_hd__dfxtp_2 (32), sky130_fd_sc_hd__clkbuf_2 (29)
largest-register=out
finish.instance_area_sq_mm=0.001894
area.growth.synth_to_final_pct=62.80
largest_register_ff_count=32

[timing]
clock_skew_ps=0
timing_max_transition_violations_final=0
tns_ps=0
worst-slew-pin-transition_ps=167.1
grt_setup_unrepaired=no
final_worst_path_period_share=0.9598
fmaxAchievable_mhz=1042
min_tclk_post_route_ps=959.8
timing.final.hold_violations=0
setup_viol=0
max-slew-margin-rel=0.8854

[detailed_routing]
drt.antenna.violating_nets=0
via_count=941
detailedRoute.firstIterationViolations=17
finalWirelength_um=3159
drt_first_pass_iters=3
drc_errors=0
detail_route.wl_per_cell_um=12.59
route.detailed.vias_per_inst=3.749
antennaDiodeCount=0

[worst_hold_path]
whs_path_depth=4
hold_path_class=input port to register

[logic_synthesis]
synth.yosys.chip_area_sq_mm=0.001164
aoi_share=0
synthTopLogicFamily=multiplexers
synth.ff_latch_count=32
topCellsByArea=sky130_fd_sc_hd__dfxtp_1 (55%), sky130_fd_sc_hd__mux2i_1 (28%), sky130_fd_sc_hd__nor2_1 (10%)
post_synth_num_cell_types=6
post_synthesis_simple_gate_area_fraction=0.1032
post_synth.cell_area_avg_sq_um=11.30
xor_area_frac=0
synth_largest_type_area_fraction=0.5505
netlist_area_sq_mm=0.001164
mux_cell_area_share=0.2753
synth_sequential_area_ratio=0.5505
synth_warnings=1
synth.yosys.num_cells=103
adder_share=0
post_synth_inst_count=103
netlist.top_cell.by_area=sky130_fd_sc_hd__dfxtp_1

[grt]
grt_overflow=0
grt_max_degree=33
track_usage=0.06004
grt_pass1_wl_um=5057
number_of_global_route_vias_before_repair=978
antenna_found_initial=0

[run_status]
outcome=finished, final reports clean

[worst_setup_path]
timing.critical_path.to_type=primary output
worstRegToRegCells=4
critPathBufInv=1
worstSetupStartpointType=register
crit_path_top_delay_cell=sky130_fd_sc_hd__dfxtp_2
crit_family=flip-flops
timing.critical_path.required_ps=800
slowest_delay_ps=320
worstSetupPathDepth=1
criticalPathCategory=register to primary output
cp_max_fanout=2
crit_path_cell_trace=clkdlybuf4s15_1
worst_ep_arrival_time_ps=760

[run]
tally_of_max_capacitance_violations=0
log.warning_count=25

[floorplanning]
design.core.area_sq_mm=0.006350
die_boundary_height_um=101
initial_utilization=0.1833
std_cell_rows=29
die.size.x_um=101
floorplan.die_area_sq_mm=0.01020
ios=67

[placement]
dp_hpwl_um=2282
portBuffers=66
cell_count_after_placement=243
place_area_sq_mm=0.001901
finalWeightedCongestion=0.6552

[power_and_ir_drop]
static-leakage-power_nw=0.8888
power.ir.vdd_worst_uv=426.6
pwr_dens_mw_per_mm2=1503

## metrics by stage
step                power [mW]  worst slack (ps)    util  hold slack [ps]
finish                   2.846             40.18  0.2983            432.6
global route             3.017             3.215  0.2983            438.6
CTS                      2.953             2.249  0.3212            427.9
detailed placement       1.879            -103.6  0.2993            481.0
global placement         1.878            -98.83  0.2993            471.5
floorplan                1.569             207.3       -            272.4
## synthesized netlist by cell type, drive strengths merged
master,n
mux2i,32
buf,4
clkbuf,3
dfxtp,32
nor2,32
## power by group
| part | internal [mW] | switching [mW] | total [mW] | leakage, nW |
|---|---|---|---|---|
| Clock | 0.612 | 0.442 | 1.05 | 0.0503 |
| Combinational | 0.264 | 0.126 | 0.390 | 0.563 |
| Sequential | 1.37 | 0.0360 | 1.40 | 0.275 |
| Total | 2.24 | 0.604 | 2.85 | 0.889 |
## worst register-to-register path, delay by kind of cell (launching register included)
| family | cells | cell delay (ps) |
|---|---|---|
| and+or+nand+nor | 1 | 50 |
| muxes | 1 | 110 |
| DFF | 1 | 310 |
| buffers and inverters | 2 | 230 |
## final cells by class
| cell class | count | area (sq um) | share of cell area |
|---|---|---|---|
| Clock buffer | 7 | 96.34 | 0.05086 |
| Multi-Input combinational cell | 64 | 440.4 | 0.2325 |
| Sequential cell | 32 | 680.7 | 0.3593 |
| Tap cell | 77 | 96.34 | 0.05086 |
| Timing Repair Buffer | 71 | 580.6 | 0.3065 |
## layer usage
layer / track usage / wire, um / vias to the layer above
li1: - / - / 477
met1: 0.08251 / 1465 / 417
met2: 0.08993 / 1381 / 42
met3: 0.02010 / 232 / 5
met4: 0.01286 / 80 / 0
met5: 0 / 0 / -
## cells by family after synthesis
logic type	after synthesis
and+or+nand+nor	32
buffers and inverters	7
DFF	32
muxes	32
## final timing paths
kind | slack [ps] | startpoint | endpoint
min reg2reg | 480 | out[7] | out[7]
min | 430 | en | out[16]
max | 40 | out[23] | out[23]
max reg2reg | 180 | out[30] | out[30]
## timing repair
action                                  CTS  global route
pin swaps                                 0             0
gates resized                            98            29
endpoints found under the setup margin   32            29
buffers inserted                          1             0
Power is estimated from default activity; no workload was simulated.
