[flow/design.v]
`timescale 1ns/1ps
module WB
#(
	parameter DATA_WIDTH = 32,
        parameter REGADDR_WIDTH = 5
 )
 (
	 input wire ram_read_wb,
	 input wire [DATA_WIDTH-1 : 0] ram_out_wb,
	 input wire [DATA_WIDTH-1 : 0] alu_result_wb,
	 output wire [DATA_WIDTH-1 : 0] regs_write_data
 );
 assign regs_write_data = ram_read_wb ? ram_out_wb : alu_result_wb;
 endmodule
[flow/run.sh]
#!/bin/bash
# OpenROAD 26Q1-2900-gdf79404cd8, Yosys 0.63+post, stock flow scripts
make -C /OpenROAD-flow-scripts/flow DESIGN_CONFIG=/design/flow/config.mk WORK_HOME=/design/flow/orfs finish
[flow/config.mk]
export PLATFORM = sky130hd
export DESIGN_NAME = WB
export DESIGN_NICKNAME = WB
export VERILOG_FILES = /design/flow/design.v
export SDC_FILE = /design/flow/constraint.sdc
export NUM_CORES = 4
export LEC_CHECK = 1
export CORE_AREA = 10 10 70 70
export DIE_AREA = 0 0 80 80
[flow/constraint.sdc]
current_design WB

set clk_period 1.0
set clk_io_pct 0.2

create_clock -name clk0 -period $clk_period

set non_clock_inputs [all_inputs -no_clocks]
set_input_delay [expr $clk_period * $clk_io_pct] -clock clk0 $non_clock_inputs
set_output_delay [expr $clk_period * $clk_io_pct] -clock clk0 [all_outputs]
==> run summary <==
fresh numbers from the pnr run: Setup TNS=-2.638 ns, Die Y=80 um, Cell Type Count=4, Arrival @ worst endpoint=0.90 ns, Placement Setup Slack=-0.4961 ns, Hold Fails Final Rpt=0, XOR Share, Synth=0%, pin count of the biggest net entering global routing=10, row count=21, synthesized cell area=544.3 um2, crit-path cells=buf_16, clkbuf_16, mux2_4, buf_6, final WL=2922 um, Max Cap Violations=0, adder share=0%, chip area=0.006400 mm2, PnR Total Power=616.1 uW, FP Util=15.93%, Post CTS Setup Buffer Count=0, WL/cell=16.14 um, gate count after technology mapping=36, most frequent logic cell in the layout=dlygate4sd2_1, CP delay by family, top=buffers and inverters, clkbuf count=0, PwrDens=393.6 mW/mm2, Largest stage delay, worst path=0.30 ns, num sequential=0, register area share after synthesis=0%, first-pass GRT wire length=4305 um, Total Routing Usage GR=8.289%, critical path's slowest cell=mux2_4, syn_area_per_cell=15.12 um2, Layout fillers=335, post-synth area from yosys stat=544.3 um2, Log Warnings=34, post-DP HPWL=2408 um, Final Wtd Congestion=0.7597, Setup CP Type=input port to output pin, Final Cell Area=0.001565 mm2, slew margin rel.=93.39%, Simple-Gate Fraction of Synth Area=0%, Final WS setup=-0.1008 ns, post-route ant nets=0, Vias=720, Die Span X=80 um, Top logic family=multiplexers, initial antenna violation count=0, Max Slew Vio Count=0, DRT Pass-1 Iters=2, cts hold-fix bufs=0, critical path launch point type=input port, Vias/cell=3.978, P_leak=0.8516 nW, crit path max fanout=6, # port buffers=97, area post-placement=0.001536 mm2, crit share post-route=110.1%, maximum VDD drop=185.3 uV, Complex Gates by Area=0%, status=finished, violations left, layout cell share with drive strength beyond 1=52.59%, Reg area=0 um2, core area=0.003416 mm2, failing checks=negative setup slack, # DRC=0, Final setup viols=32, CP endpoint kind=output pin, vias in the first global route=811, total gr overflow=0, critical path buffer and inverter count=3, actual slew at the worst max-slew pin=0.09916 ns, Worst Hold Class=input port to output pin, WP data required=0.80 ns, most frequent cells in the layout=dlygate4sd2_1, mux2_4, buf_6, Ys Warns=0, DR iter-0 viols=3, RSZ-0062 raised after global routing=yes, post-layout min period=1.101 ns, number of top-level pins=97, MUX share of area=86.90%, Layout area overhead=187.6%, FMAX=0.9085 GHz, yosys cell count=36, number of diodes=0, Fin Hold WS=0.7942 ns
## per-layer routing
layer,part of all wire [%],track usage (%)
met1,41,10.55
met2,49,13.88
met3,9.5,2.500
met4,0.72,0.7042
met5,0,0
## report_power, final
group | internal, mW | leakage [nW] | switching (mW) | total (mW)
Sequential | 0 | 0 | 0 | 0
Combinational | 0.478 | 0.852 | 0.138 | 0.616
Clock | 0 | 0 | 0 | 0
Total | 0.478 | 0.852 | 0.138 | 0.616
## Yosys cell counts
master / instances / area share [%]
buf_12: 3 / 11
mux2_4: 30 / 83
buf_6: 1 / 2.1
mux2_2: 2 / 4.1
## worst paths after layout
check  depth (start not counted)                  end  slack (ns)               from
max                            4  regs_write_data[26]       -0.10        ram_read_wb
min                            3  regs_write_data[25]        0.79  alu_result_wb[25]
## worst min-delay path, stage by stage
cell and delay, ns:
dlygate4sd2_1 0.19, mux2_4 0.12, buf_2 0.08
## final cells by class
type	count	area (um2)	area share (%)
multi-input cells	32	480.5	30.70
well taps	46	57.56	3.677
repair buffers	103	1027	65.63
## logic make-up (layout without fill, tap and decap cells)
| kind of cell | after synthesis | count (layout) |
|---|---|---|
| buffers and inverters | 4 | 103 |
| multiplexers | 32 | 32 |
## per-stage QoR
stage | instances | utilization, %
2_1_floorplan | 36 | -
3_3_place_gp | 177 | 44.98
3_5_place_dp | 177 | 44.98
4_1_cts | 180 | 43.96
5_1_grt | 181 | 45.82
6_report | 181 | 45.82
## what timing repair did
| item | CTS | global route |
|---|---|---|
| gates resized | 186 | 6 |
| endpoints found under the setup margin | 32 | 32 |
| cloned | 3 | 1 |
Power figures rest on the tool's default switching activity, not on a simulated workload.
