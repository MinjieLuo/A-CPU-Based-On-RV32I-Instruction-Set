==> /design/flow/design.v <==
`timescale 1ns / 1ns
module dependence_detect
  (
   input            ram_read_ex,
   input  [4 : 0]   rd_addr_ex,
   input  [4 : 0]   rs1_addr_id,
   input  [4 : 0]   rs2_addr_id,
   output           stall,
   output           pc_en
  );
   assign stall = ram_read_ex && ((rd_addr_ex == rs1_addr_id) || (rd_addr_ex == rs2_addr_id));
   assign pc_en = ~stall;
endmodule
==> /design/flow/run.sh <==
#!/bin/bash
# OpenROAD 26Q1-2900-gdf79404cd8, Yosys 0.63+post, stock flow scripts
make -C /OpenROAD-flow-scripts/flow DESIGN_CONFIG=/design/flow/config.mk WORK_HOME=/design/flow/orfs finish
==> /design/flow/config.mk <==
export PLATFORM = sky130hd
export DESIGN_NAME = dependence_detect
export DESIGN_NICKNAME = dependence_detect
export VERILOG_FILES = /design/flow/design.v
export SDC_FILE = /design/flow/constraint.sdc
export NUM_CORES = 4
export LEC_CHECK = 1
export CORE_AREA = 10 10 70 70
export DIE_AREA = 0 0 80 80
==> /design/flow/constraint.sdc <==
current_design dependence_detect

set clk_period 2.7
set clk_io_pct 0.2

create_clock -name clk0 -period $clk_period

set non_clock_inputs [all_inputs -no_clocks]
set_input_delay [expr $clk_period * $clk_io_pct] -clock clk0 $non_clock_inputs
set_output_delay [expr $clk_period * $clk_io_pct] -clock clk0 [all_outputs]
==> flow_summary.toml <==
# synthesis and place-and-route metrics
[drt]
drc = 0
wl_per_cell_um = 7.95
num_vias = 166
wl_um = 636
drt_iter0_markers = 1
n_antenna_cell = 0
dr.pass1.iters = 2
ant_nets = 0
vias_per_cell = 2.08

[final_timing]
finalSetupTns_ps = 0
worstMarginPinSlew_ps = 159
relSlewSlack = 0.893
rsz0062_at_grt = "no"
hold_ws_ps = 2060
fin_crit_sh = 0.944
slew_viol_final = 0
fin_ws_ps = 151
finalHoldViolations = 0
setup_viol = 0
period_needed_ps = 2550
max_freq_ghz = 0.392

[power_and_ir_drop]
power.density_nw_per_um2 = 131
p_leak_nw = 0.0983
ir_worst_vdd_mv = 0.0130

[layout]
layout.area.comb_um2 = 123
area_delta_synth_final_pct = 194
regArea_um2 = 0
drive_above_1_share = 0
seq_cell_count = 0
fin_area_um2 = 360
fill_cells = 404
instances_no_fill = 80
n_clock_buffer = 0

[yosys]
netlist.area_leader.share = 0.714
logic_family = "XOR/XNOR gates"
synth_area_um2 = 123
ys_sh_simple = 0.163
synthCells = 16
ys_sh_xor = 0.714
top_cells_by_count = "xnor2_1 (10), nand2_1 (2), nand4_1 (2)"
syn_area_per_cell_um2 = 7.66
top_area_cell = "xnor2_1"
synth.distinct_cells = 5
yosys.stat.seqShare = 0
adder_share = 0
yosysWarnings = 0
synthMuxAreaShare = 0
yosysMostFrequentCell = "xnor2_1"
ys_cells = 16
area_leaders = "xnor2_1 (71%), nand4_1 (10%), o22a_1 (7.1%)"
ys_chip_area_um2 = 123
ys_sh_aoi = 0.122

[clock_tree]
cts_resized = 0
cts_hold_buf = 0
post_cts_buffers = 0

[flow_run]
warnings = 32
drv_cap = 0

[setup_path]
cp.required_ps = 2160
critPathCaptureType = "primary output"
crit_slowest_cell = "clkdlybuf4s50_1"
timing.critical_path.buf_inv = 2
critPathLaunchType = "primary input"
path_class = "primary input to primary output"
startpoint = "rd_addr_ex[2]"
crit_family = "buffers and inverters"
critPathMaxStageDelay_ps = 520
path_max_fanout = 2
cp.arrival_ps = 2010
cp_common_cell = "clkdlybuf4s50_1"
path_cells = "clkdlybuf4s50_1 > xnor2_1 > nand4_1 > o22ai_1 > clkdlybuf4s50_1"

[placement]
dpl_cell_area_um2 = 360
port_buffers = 18
dp_cells = 80
dp_hpwl_um = 603
place_ws_ps = 125
place.gp.congestion = 0.817

[global_routing]
grt_usage = 0.0175
grt_pass1_vias = 197
grt_antenna_before_repair = 0
grt_start_max_net_pins = 3
grt_overflow = 0
grt_first_pass_wirelength_um = 890

[min_path]
hp-start = "ram_read_ex"
hp-class = "primary input to primary output"

[die]
core_area_um2 = 3420
die_h_um = 80
die_area_um2 = 6400
io_pins = 18
floorplanUtilization = 0.0359
die_x_um = 80
rows = 21

[run_status]
status = "finished, final reports clean"
[final timing paths]
kind                  endpoint  slack (ps)  depth (start not counted)
worst max-delay path     stall         150                          5
worst min-delay path     stall        2060                          4
[cell families after synthesis]
family,Yosys count
xor gates and xnor gates,10
AOI/OAI and AO/OA,2
and+or+nand+nor,4
[power breakdown]
part           switching (W)  internal, W  leakage, nW
registers                  0            0            0
logic              0.0000140    0.0000333       0.0983
clock network              0            0            0
total              0.0000140    0.0000333       0.0983
[worst min-delay path, cell delays in order]
cell	delay, ps
clkdlybuf4s50_1	420
nand2_1	80
o22ai_1	70
clkdlybuf4s50_1	410
[final cells by class]
cell class | instances | area share
well taps | 46 | 0.160
repair buffers | 18 | 0.500
multi-input cells | 16 | 0.340
[routing by layer]
metal  vias up  GRT usage  share of wire
met5         -          0              0
met4         0          0              0
met3         0     0.0102           0.16
met2        10     0.0313           0.46
met1        64     0.0185           0.38
li1         92          -              -
[per-stage QoR]
step / utilization / power, W
floorplan: - / 0.0000164
global placement: 0.105 / 0.0000483
detailed placement: 0.105 / 0.0000482
CTS: 0.105 / 0.0000486
global route: 0.105 / 0.0000512
finish: 0.105 / 0.0000473
[cell usage in the layout, fill, tap and decap left out]
| cell | n |
|---|---|
| clkdlybuf4s50_1 | 18 |
| xnor2_1 | 10 |
| nand4_1 | 2 |
| nand2_1 | 2 |
| o22ai_1 | 1 |
| o22a_1 | 1 |
No activity file was given, so power comes from the tool's default toggle rates.
